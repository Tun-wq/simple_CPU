**config.mk**
```make
export PLATFORM = sky130hd
export DESIGN_NAME = alu
export DESIGN_NICKNAME = alu
export VERILOG_FILES = /design/flow/design.v
export SDC_FILE = /design/flow/constraint.sdc
export NUM_CORES = 4
export LEC_CHECK = 1
export CORE_AREA = 10 10 103 103
export DIE_AREA = 0 0 113 113
```
**constraint.sdc**
```tcl
current_design alu

set clk_period 7.7
set clk_io_pct 0.2

create_clock -name clk0 -period $clk_period

set non_clock_inputs [all_inputs -no_clocks]
set_input_delay [expr $clk_period * $clk_io_pct] -clock clk0 $non_clock_inputs
set_output_delay [expr $clk_period * $clk_io_pct] -clock clk0 [all_outputs]
```
**design.v**
```verilog
module alu(m, s, a, b, t, cf, zf);
	input wire m;
	input wire [3:0] s;
	input wire [7:0] a, b;
	output reg [7:0] t;
	output reg cf, zf;
	reg [8:0] temp;
always @(m or s or a or b) begin
	t = 8'b00000000;
	cf = 1'b0;
	zf = 1'b0;
	temp = 1'b0;
	if (m == 1'b0 && s[3:0] == 4'b1100) begin
		t = a;	
	end
	else if (m == 1'b1) begin
		if (s[3:0] == 4'b1010 || s[3:0] == 4'b0100) begin
			t = b;
		end
		else if (s[3:0] == 4'b0101) begin
			t = ~b;
		end
		else if (s[3:0] == 4'b1011) begin
			t = a & b;
		end
		else if (s[3:0] == 4'b0110) begin
			t = b - a;
			if (t == 8'b00000000) begin
				zf = 1;
			end
			else begin
				zf = 0;
			end
			temp = b - a;
			cf = temp[8];
		end
		else if (s[3:0] == 4'b1001) begin
			t = a + b;
			if (t == 8'b00000000) begin
				zf = 1;
			end
			else begin
				zf = 0;
			end
			temp = a + b;
			cf = temp[8];
		end
	end
end
endmodule
```
**run.sh**
```bash
#!/bin/bash
# OpenROAD 26Q1-2900-gdf79404cd8, Yosys 0.63+post, stock flow scripts
make -C /OpenROAD-flow-scripts/flow DESIGN_CONFIG=/design/flow/config.mk WORK_HOME=/design/flow/orfs finish
```
==> results.cfg <==
; flow metrics
[status]
status = finished, final reports clean

[timing]
slew_viol_final = 0
maxSlewHeadroom_pct = 55.6
timing.fmax_mhz = 167
holdWs_ns = 4.15
rsz0062_at_grt = no
worst_pin_slew_ns = 0.657
period_needed_ns = 5.98
setup_viol = 0
final.period_utilization_pct = 77.7
fin_setup_tns_ns = 0
hold_viol = 0

[finish]
ff_count = 0
layout.area.comb_um2 = 1290
layout_top_cell = clkdlybuf4s50_1
lay_top_cells = clkdlybuf4s50_1 (31), nor2_1 (19), inv_1 (18), a21oi_1 (18)
final-seq-area_um2 = 0
fin_util_pct = 21.8
nClkBuffers = 0
fill_cells = 909
area_delta_synth_final_pct = 28.2
drive_gt1_share_pct = 4.33

[global_route]
grt_pass1_vias = 1559
grt_pass1_wl_um = 8400
grt_usage_pct = 7.74
grt_antenna_before_repair = 0
overflow = 0
grt_max_degree = 20

[drt]
vias = 1630
wl_per_cell_um = 15.0
firstDrtPassIters = 4
postRouteAntennaNets = 0
insertedDiodeCount = 0
post-route-drc-count = 0
drt_iter0_markers = 149
avgViaCountPerCell = 4.85
wl_um = 5030

[die]
initial_core_util_pct = 17.0
die-area_um2 = 12800
coreArea_um2 = 8300
io_pins = 31
chipWidth_um = 113
die_y_um = 113
rows = 33

[critical_path]
critPathRequiredTime_ns = 6.16
path_class = primary input to primary output
critPathMaxFanout = 5
cp.arrival_ns = 4.44
endpoint_kind = primary output
start_kind = primary input

[synth]
syn_area_per_cell_um2 = 6.76
top_logic_kind = AND-OR/OR-AND gates
synthAoiAreaFrac_pct = 37.1
syn-instance-count = 209
synthXorXnorAreaFrac_pct = 4.34
syn_area_um2 = 1410
yosysCellCount = 209
yosys_area_um2 = 1410
mux_share_pct = 1.42
synth_cell_type_count = 57
ys_sh_adder_pct = 17.0
yosys_warnings = 1
ys_seq_share_pct = 0
simple_gate_share_pct = 31.3

[placed_design]
routabilityCongestion = 0.896
dp_hpwl_um = 4110
portBuffers = 31

[job]
warnings = 40
cap_viol_max_count = 0

[hold_path]
hold_path_class = primary input to primary output
min_to = t[0]
min_from = a[0]
hold_depth = 3

[clock_tree]
post-cts-setup-buffer-count = 0
hold_buffers = 0
cts_resized = 0

[pwr]
ir_drop_mv = 0.0318
p_per_area_nw_per_um2 = 64.0
finalPower_uw = 116
leakage_uw = 0.000713
critical path, stage by stage:
cell	delay, ns
clkdlybuf4s50_1	0.49
inv_1	0.09
ha_1	0.16
inv_1	0.05
fa_1	0.40
a21oi_1	0.26
o21ai_0	0.14
a21o_1	0.23
a2111oi_0	0.42
a221oi_1	0.09
nor2_1	0.11
clkdlybuf4s50_1	0.47
kinds of logic (layout without fill, tap and decap cells):
| group | count (synthesis) | after routing |
|---|---|---|
| simple gates | 80 | 80 |
| mux | 2 | 2 |
| buf+inv | 29 | 51 |
| xor+xnor | 7 | 7 |
| compound gates | 73 | 73 |
| fa+ha+maj | 18 | 18 |
how the worst max path moves through the flow:
stage,endpoint,cells after the start,slack [ns],from
6_report,cf,12,1.72,b[0]
5_1_grt,cf,12,1.40,b[0]
4_1_cts,cf,12,1.73,b[0]
routing by layer:
metal | track usage, % | part of all wire [%] | routed length (um)
met5 | 0 | 0 | 0
met4 | 0.254 | 0.46 | 23
met3 | 1.01 | 5.9 | 299
met2 | 12.7 | 47 | 2380
met1 | 11.1 | 46 | 2330
synth_stat cells, drive strengths merged, types with 3 or more instances:
cell,number,area share (%)
inv,18,4.8
xnor2,4,2.5
a22oi,3,1.6
a32o,3,2.1
o22ai,6,3.1
a21oi,18,6.4
o21ai,10,3.5
nand2,16,4.2
nor3,4,1.4
buf,8,3.3
clkbuf,3,0.80
nor3b,4,2.1
a211oi,4,2.5
nand3,4,1.4
nor2,20,5.5
ha,16,14
xor2,3,1.9
nor2b,9,4.0
a22o,5,3.1
or3,3,1.7
o221ai,3,1.9
nand2b,6,2.8
through the flow:
step | setup WS, ns | instances | instance area [um^2]
2_1_floorplan | 3.03 | 209 | 1410
3_3_place_gp | 1.76 | 336 | 1810
3_5_place_dp | 1.73 | 336 | 1810
4_1_cts | 1.73 | 336 | 1810
5_1_grt | 1.40 | 336 | 1810
6_report | 1.72 | 336 | 1810
area by class of cell:
class                      count  share of cell area (%)
multi-input combinational    180                    71.1
tap                          105                    7.25
timing repair buffer          33                    17.9
inverter                      18                    3.73
power by group:
group,switching (uW),internal (uW)
logic,63.2,52.9
clock network,0,0
registers,0,0
total,63.2,52.9
Power and IR drop assume default switching activity.
