<file path="./run.sh">
#!/bin/bash
# OpenROAD 26Q1-2900-gdf79404cd8, Yosys 0.63+post, stock flow scripts
make -C /OpenROAD-flow-scripts/flow DESIGN_CONFIG=/design/flow/config.mk WORK_HOME=/design/flow/orfs finish
</file>
<file path="./config.mk">
export PLATFORM = sky130hd
export DESIGN_NAME = instruction_decode
export DESIGN_NICKNAME = instruction_decode
export VERILOG_FILES = /design/flow/design.v
export SDC_FILE = /design/flow/constraint.sdc
export NUM_CORES = 4
export LEC_CHECK = 1
export CORE_AREA = 10 10 70 70
export DIE_AREA = 0 0 80 80
</file>
<file path="./constraint.sdc">
current_design instruction_decode

set clk_period 1.2
set clk_io_pct 0.2

create_clock -name clk0 -period $clk_period

set non_clock_inputs [all_inputs -no_clocks]
set_input_delay [expr $clk_period * $clk_io_pct] -clock clk0 $non_clock_inputs
set_output_delay [expr $clk_period * $clk_io_pct] -clock clk0 [all_outputs]
</file>
<file path="./design.v">
module instruction_decode(en, ir, mova, movb, movc, add, sub, and1, not1, rsr, rsl, jmp, jz, jc, in1, out1, nop, halt);
    input wire en;
    input wire [7:0] ir;
    output reg mova, movb, movc, add, sub, and1, not1, rsr, rsl, jmp, jz, jc, in1, out1, nop, halt;
always @(ir) begin
    {mova, movb, movc, add, sub, and1, not1, rsr, rsl, jmp, jz, jc, in1, out1, nop, halt} = 0;
    if (en) begin
        if (ir[7:4] == 4'b1100) begin
            if (ir[3:2] == 2'b11) begin
                movb = 1;
            end
            else if (ir[1:0] == 2'b11) begin                                     
                movc = 1;
            end
            else begin
                mova = 1;
            end
        end
        else if (ir[7:4] == 4'b1001) begin
            add = 1;
        end
        else if (ir[7:4] == 4'b0110) begin
            sub = 1;
        end
        else if (ir[7:4] == 4'b1011) begin
            and1 = 1;
        end
        else if (ir[7:4] == 4'b0101) begin
            not1 = 1;
        end
        else if (ir[7:4] == 4'b1010) begin
            if (ir[1:0] == 2'b00) begin
                rsr = 1;
            end
            else if (ir[1:0] == 2'b11) begin
                rsl = 1;
            end
        end
        else if (ir[7:4] == 4'b0011) begin
            if (ir[3:0] == 4'b0000) begin
                jmp = 1;
            end
            else if (ir[3:0] == 4'b0001) begin
                jz = 1;
            end
            else if (ir[3:0] == 4'b0010) begin
                jc = 1;
            end
        end
        else if (ir[7:4] == 4'b0010) begin
            in1 = 1;
        end
        else if (ir[7:4] == 4'b0100) begin
            out1 = 1;
        end
        else if (ir[7:0] == 8'b01110000) begin
            nop = 1;
        end
        else if (ir[7:0] == 8'b10000000) begin
            halt = 1;
        end
    end
end
endmodule
</file>
==> reports/metrics.yaml <==
run_status:
  status: "finished with violations"
  failed_checks: "negative setup slack"
floorplanning:
  io_pins: 25
  fp-row-count: 21
  core-area_um2: 3420
  die_area_um2: 6400
  die_w_um: 80
  fp_util_pct: 5.71
  die-height_um: 80
final_timing:
  tns_ps: -2000
  rsz0062_at_grt: "yes"
  fmax_ghz: 0.672
  final_max_slew_viol_count: 0
  worst_pin_slew_ps: 279
  fin_hold_ws_ps: 827
  hold_viol_final: 0
  max-slew-margin-rel_pct: 81.3
  fin_crit_ps: 1490
  finalSetupViolCount: 13
  timing.final.crit_share_pct: 124
  setup_ws_ps: -289
yosys:
  synth_area_um2: 195
  synth_cell_types: 16
  synthCells: 29
  yosys_area_um2: 195
  syn_avg_cell_area_um2: 6.73
  yosys_cells: 29
  largest_area_cell: "nor4_1"
  ys_seq_share_pct: 0
  ys_top_cells_by_count: "5 x nor2_1, 4 x nor4_1, 3 x nand2_1, 3 x nor3_1"
  yosysTopAreaCellShare_pct: 12.8
  yosysWarnings: 1
  top_cells_by_area: "nor4_1 13%, nor2_1 9.6%, nor3_1 7.7%, nand3b_1 7.7%, nor4b_2 7.7%"
  top_cell: "nor2_1"
pwr:
  ir_worst_vdd_uv: 49.0
  p_leak_nw: 0.345
  power.density_nw_per_um2: 231
critical_path:
  worstPathRequired_ps: 960
  critPathArrivalTime_ps: 1250
  worst-setup-path-type: "in -> out"
  crit_path_max_fanout: 2
  setup.worst_path.start_class: "input pin"
  crit_path_end_kind: "output pin"
global_route:
  grt_pass1_wl_um: 2150
  antenna_found_initial: 0
  grt_pass1_vias: 425
  globalRouteTotalUtil_pct: 4.07
  overflow: 0
  grt_max_degree: 6
placed_design:
  placed_cells: 110
  io_buffers: 25
  placement.cell_area_um2: 578
  dp_hpwl_um: 1090
  gp_congestion: 0.799
layout:
  comb_area_um2: 309
  clkbuf_count: 0
  ff_count: 0
  syn_to_final_growth_pct: 288
  drive_above_1_share_pct: 88.3
  fin_cells: 123
  fillers: 372
  seq_area_um2: 0
  fin_area_um2: 757
detailed_routing:
  drt_iter0_markers: 18
  wl_per_cell_um: 11.5
  routed_wl_um: 1420
  first_pass_iters: 2
  vias: 432
  ant_nets: 0
  diodes: 0
  drc: 0
  viasPerCell: 3.51
flow_run:
  drv_cap: 0
  warning_count: 34
min_path:
  hold_class: "in -> out"
cell type report:
cell class / count / share of cell area, %
Multi-Input combinational cell: 28 / 40.8
Tap cell: 46 / 7.60
Timing Repair Buffer: 48 / 51.1
Inverter: 1 / 0.496
path summary, 6_finish.rpt:
path / slack, ps / cells past startpoint / to / start
worst min-delay path: 830 / 4 / movb / ir[2]
worst max-delay path: -290 / 5 / halt / ir[1]
cell families after synthesis:
group	synth area share, %
AOI/OAI and AO/OA	5.13
buffers and inverters	1.92
and+or+nand+nor	92.9
metrics by stage:
stage	setup slack [ps]	power, mW	utilization (%)
after floorplan	51.8	0.0265	-
after global placement	-940	0.109	16.9
after detailed placement	-961	0.111	16.9
after CTS	-374	0.149	19.9
after global routing	-327	0.187	22.2
final	-289	0.175	22.2
worst max-delay path, stage by stage:
cell and delay [ps]:
buf_6 90, or4_4 540, buf_6 140, nor4_4 110, buf_2 130
where the power goes:
group / switching, mW / internal, mW / leakage, nW / total [mW]
logic: 0.0755 / 0.0996 / 0.345 / 0.175
registers: 0 / 0 / 0 / 0
clock network: 0 / 0 / 0 / 0
total: 0.0755 / 0.0996 / 0.345 / 0.175
placed cells by master (no fill, tap or decap), drive strengths merged:
cell type / instances
nor3: 4
nor3b: 1
nand2: 3
or4: 1
nand4bb: 1
nand3: 1
nand3b: 2
clkbuf: 2
nor2: 5
inv: 1
nand2b: 2
nor4: 5
nor4b: 1
or3b: 1
a211o: 1
buf: 46
routing by layer:
layer  routed length [µm]  GRT usage [%]  vias up
met3                  174           2.05        0
met1                  553           4.62      203
met4                    0              0        0
met2                  693           7.06       15
met5                    0              0        -
li1                     -              -      214
repair_timing:
action,4_1_cts,5_1_grt
pin swaps,16,10
hold buffers,0,0
resized,108,17
buffers inserted,11,3
setup endpoints to repair,16,16
Power figures rest on the tool's default switching activity, not on a simulated workload.
