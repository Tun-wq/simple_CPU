==> /design/flow/config.mk <==
export PLATFORM = sky130hd
export DESIGN_NAME = reg_group
export DESIGN_NICKNAME = reg_group
export VERILOG_FILES = /design/flow/design.v
export SDC_FILE = /design/flow/constraint.sdc
export NUM_CORES = 4
export LEC_CHECK = 1
export CORE_UTILIZATION = 30
==> /design/flow/constraint.sdc <==
current_design reg_group

set clk_period 1.9
set clk_io_pct 0.2

create_clock -name clk0 -period $clk_period [get_ports {clk}]

set non_clock_inputs [all_inputs -no_clocks]
set_input_delay [expr $clk_period * $clk_io_pct] -clock clk0 $non_clock_inputs
set_output_delay [expr $clk_period * $clk_io_pct] -clock clk0 [all_outputs]
==> /design/flow/design.v <==
module reg_group(clk, we, raa, rwba, i, s, d, a_out, b_out, c_out);
	input wire clk, we;
	input wire [1:0] raa, rwba;
	input wire [7:0] i;
	output reg [7:0] s, d, a_out, b_out, c_out;
	reg [7:0] a = 8'b00000000, b = 8'b00000000, c = 8'b10000000;
always @(negedge clk) begin
	if (we == 0) begin
		if (rwba == 2'b00) begin
		a <= i;
		end
		else if (rwba == 2'b01) begin
			b <= i;
		end
		else if (rwba == 2'b10) begin
			c <= i;
		end	
	end
end
always @(raa or rwba or a or b or c) begin
	a_out = a;
	b_out = b;
	c_out = c;
	s = 8'b00000000;
	d = 8'b00000000;
	if (raa == 2'b00) begin
		s = a;
	end
	else if (raa == 2'b01) begin
		s = b;
	end
	else if (raa == 2'b10) begin
		s = c;
	end
	if (rwba == 2'b00) begin
		d = a;
	end
	else if (rwba == 2'b01) begin
		d = b;
	end
	else if (rwba == 2'b10) begin
		d = c;
	end
end
endmodule
==> /design/flow/run.sh <==
#!/bin/bash
# OpenROAD 26Q1-2900-gdf79404cd8, Yosys 0.63+post, stock flow scripts
make -C /OpenROAD-flow-scripts/flow DESIGN_CONFIG=/design/flow/config.mk WORK_HOME=/design/flow/orfs finish
==> GITHUB_STEP_SUMMARY <==
## PnR job results

| Metric | Value |
|---|---|
| Area leader, netlist | edfxtp_1 |
| Die Area | 3970 um2 |
| Fp_density | 32.5% |
| Post-synthesis simple-gate area fraction | 4.03% |
| CP Buf/Inv Count | 2 |
| Drt via density | 4.41 |
| Post-synth mux share | 14.3% |
| Min-Delay Path Class | input port to output port |
| Pwr Total | 1.38 mW |
| Slew HR | 81.4% |
| Unrepaired setup endpoints after global routing | yes |
| Area share, top type | 64.5% |
| Sw Ratio | 28.2% |
| Post-synth regs | 24 |
| WHS Endpoint | d[3] |
| Worst Slack Setup Final | -0.664 ns |
| GRT Resource Usage Total | 17.9% |
| Pin count of the biggest net entering global routing | 15 |
| Die width | 63.0 um |
| Synth area leaders | edfxtp_1, mux2i_1, o2bb2ai_1 |
| Critical-path top delay cell | edfxtp_1 |
| Post-synth EDFFs | 24 |
| Final Setup Violations | 40 |
| Commonest flop | edfxtp_1 |
| IO Pins | 54 |
| Clock power frac | 36.4% |
| Max VDD drop | 0.576 mV |
| TritonCTS Buffers | 3 |
| Detail Route Antenna Nets | 0 |
| Wirelength per Cell | 13.6 um |
| Required time worst endpoint | 1.52 ns |
| Yosys synthesis chip area | 1120 um2 |
| Post-Syn Instances | 68 |
| Fin. Hold Viols | 0 |
| Synth Area in Adders | 0% |
| Final Max Tran Viols | 0 |
| Distinct lib cells | 12 |
| # Cells Yosys | 68 |
| Layout cell share with drive strength beyond 1 | 55.0% |
| Seq pwr share | 46.0% |
| Worst endpoint data arrival time | 2.18 ns |
| Crit path max-delay family | flip-flops |
| Final Non-Filler Cells | 235 |
| Setup Crit Path Kind | register to output port |
| Number of H-tree levels | 1 |
| CTS tree | done |
| Core Box Area | 3440 um2 |
| Clock buffer depth | 2 |
| CP Max Fanout | 2 |
| Async SR Flop Fraction | 0% |
| Row cnt | 21 |
| Routed wire length | 3.21 mm |
| XOR Share, Synth | 0% |
| Drt drc | 0 |
| Max-Cap Viols | 0 |
| Via count | 1,036 |
| Tool warning count | 52 |
| Wire length of the first global-routing pass | 5.13 mm |
| Clock root cell | clkbuf_8 |
| Yosys Warn Count | 1 |
| Complex-gate fraction of the synthesized area | 12.5% |
| Initial drt markers | 33 |
| Pwr dens | 660 nW/um2 |
| Mean Syn Cell Area | 16.4 um2 |
| Register share after synthesis | 64.5% |
| Detail Placement HPWL | 2.20 mm |
| P&R area growth vs syn | 86.7% |
| Dpl cells | 194 |
| Crit start category | register |
| PortBufs | 53 |
| Worst Tran Pin Value | 0.278 ns |
| Internal power | 0.988 mW |
| GRT Residual Overflow | 0 |
| Worst-path clk slew | 0.05 ns |
| Initial DRT Pass Iterations | 4 |
| Top cells by count, synth | edfxtp_1, mux2i_1, o2bb2ai_1 |
| CTS Sinks | 24 |
| Comb power frac | 17.6% |
| Status | finished, violations left |
| NetSw | 0.389 mW |
| CP Cell Sequence | buf_6 -> mux2i_1 -> o2bb2ai_1 -> buf_2 |
| Initial antenna violation count | 0 |
| WHS Path Cells | 4 |
| Die Y-Extent | 63.0 um |
| Hold_sp | rwba[1] |
| Synthesized area | 1120 um2 |
| N_diodes | 0 |
| Slowest stage delay, CP | 0.40 ns |
| Fillers | 280 |
| Number of global-route vias before repair | 1,066 |
| Cell with the most instances after synthesis | edfxtp_1 |
| Top non-seq family | multiplexers |
| Gpl congestion | 0.738 |
| Crit. End Element | output port |
| Leak | 1.00 nW |
| Failing checks | negative setup slack |
[through the flow]
| step | cell area (um2) | setup TNS, ns | utilization [%] | hold WS, ns | setup slack [ns] |
|---|---|---|---|---|---|
| after floorplan | 1160 | -5.27 | - | 0.895 | -0.230 |
| after global placement | 1960 | -37.22 | 56.9 | 1.86 | -0.727 |
| after detailed placement | 1960 | -37.74 | 56.9 | 1.86 | -0.738 |
| after CTS | 2040 | -18.02 | 59.3 | 1.20 | -0.628 |
| after global routing | 2090 | -20.16 | 60.6 | 1.22 | -0.724 |
| final | 2090 | -18.01 | 60.6 | 1.20 | -0.664 |
[layer usage]
metal  wire [um]  up-vias  track usage (%)
met1        1360      466             24.8
met3         248        2             6.67
met2        1580       47             28.1
li1            -      521                -
met5           0        -                0
met4          18        0             3.78
[repair_timing]
item,in CTS,in global routing
pin swaps,17,3
setup endpoints to repair,64,40
resized,147,7
setup buffers,18,3
hold buffers,0,0
[power by group through the flow]
stage / logic, mW / registers [mW] / clock network, mW
CTS: 0.236 / 0.632 / 0.516
global route: 0.263 / 0.635 / 0.578
finish: 0.242 / 0.633 / 0.502
[state kept, by name, indices dropped and copies added (netlist names)]
name  count
a         8
b         8
c         8
[how the worst max path moves through the flow]
stage               from  endpoint  depth (start not counted)
6_report  a[5]$_DFFE_NP_      d[5]                          4
4_1_cts   a[5]$_DFFE_NP_      d[5]                          4
5_1_grt   a[5]$_DFFE_NP_      s[5]                          4
[cells in the final DEF, fill, tap and decap left out]
master,instances
buf_12,2
buf_2,38
buf_4,36
buf_6,14
clkbuf_8,3
clkdlybuf4s50_1,10
edfxtp_1,24
inv_1,24
inv_4,1
mux2i_1,16
nor2b_1,1
nor2b_4,1
nor3_4,1
nor3b_4,2
o2bb2ai_1,10
o2bb2ai_2,6
[cell families (layout without fill, tap and decap cells)]
| kind of cell | after synthesis | in the layout |
|---|---|---|
| muxes | 16 | 16 |
| AOI/OAI and AO/OA | 16 | 16 |
| and+or+nand+nor | 5 | 5 |
| DFF | 24 | 24 |
| buffers and inverters | 7 | 128 |
[area by class of cell]
cell class,instances,area (um2),area share [%]
clock buffer,3,41.3,1.98
clock inverter,25,96.3,4.62
multi-input combinational,37,412,19.7
sequential,24,721,34.6
tap,46,57.6,2.76
timing repair buffer,100,758,36.4
Power is estimated from default activity; no workload was simulated.
